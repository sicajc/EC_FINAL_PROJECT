### flow/run.sh
#!/bin/bash
# OpenROAD 26Q1-2900-gdf79404cd8, Yosys 0.63+post, stock flow scripts
make -C /OpenROAD-flow-scripts/flow DESIGN_CONFIG=/design/flow/config.mk WORK_HOME=/design/flow/orfs finish
### flow/config.mk
export PLATFORM = sky130hd
export DESIGN_NAME = fitness_eval
export DESIGN_NICKNAME = fitness_eval
export VERILOG_FILES = /design/flow/design.v
export SDC_FILE = /design/flow/constraint.sdc
export NUM_CORES = 4
export LEC_CHECK = 1
export CORE_UTILIZATION = 50
### flow/constraint.sdc
current_design fitness_eval

set clk_period 3.8
set clk_io_pct 0.2

create_clock -name clk0 -period $clk_period [get_ports {clk_i}]

set non_clock_inputs [all_inputs -no_clocks]
set_input_delay [expr $clk_period * $clk_io_pct] -clock clk0 $non_clock_inputs
set_output_delay [expr $clk_period * $clk_io_pct] -clock clk0 [all_outputs]
### flow/design.v
module fitness_eval #(
           parameter NUM_PARTICLE_TYPE        = 3  ,
           parameter DATA_WIDTH               = 4  ,
           parameter PARTICLE_LENGTH          = 2  ,
           parameter LATTICE_LENGTH           = 11 ,
           parameter SELF_FIT_LENGTH          = 10 ,
           parameter SELF_ENERGY_VEC_LENGTH   = NUM_PARTICLE_TYPE,
           parameter INTERACTION_MATRIX_LENGTH = (NUM_PARTICLE_TYPE**2),
           parameter INDIVIDUAL_LENGTH        = LATTICE_LENGTH * PARTICLE_LENGTH,
           parameter POP_SIZE                 = 50,
           parameter IDX_WIDTH                = 8,
           parameter PTR_LENGTH               = 2
       ) (
           input clk_i,
           input rst_n,
           input [DATA_WIDTH   -1 : 0 ]                 self_energy_i,
           input [DATA_WIDTH   -1 : 0]                  interact_energy_i,
           input [INDIVIDUAL_LENGTH   -1 :0]            individual_vec_i,
           input  wrSelfEnergyValid_i,
           input  wrInteractEnergyValid_i,
           input  in_valid_i,
           input [IDX_WIDTH -1 :0]  ind_idx_i,
           output reg out_valid_ff_o,
           output reg done_ff_o,
           output reg[SELF_FIT_LENGTH-1:0] total_energy_ff_o,
           output reg[INDIVIDUAL_LENGTH - 1 :0] individual_vec_ff_o,
           output reg[IDX_WIDTH-1:0] ind_wb_idx_ff_o
       );
localparam SE_DF_ADD1_PIPE_DEPTH = LATTICE_LENGTH;
localparam IE_DF_ADD1_PIPE_DEPTH = LATTICE_LENGTH - 1;
localparam LV1_SE_ADDER_NUM = 6;
localparam LV1_IE_ADDER_NUM = 5;
localparam LV2_SE_ADDER_NUM = 3;
localparam LV2_IE_ADDER_NUM = 3;
localparam LV3_ADDER_NUM = 3;
localparam LV1_ADD_RESULT_WIDTH  = DATA_WIDTH + 2;
localparam LV2_ADD_RESULT_WIDTH  = DATA_WIDTH + 3;
localparam LV3_ADD_RESULT_WIDTH  = DATA_WIDTH + 4;
localparam LV4_ADD_RESULT_WIDTH  = DATA_WIDTH + 5;
localparam LV5_ADD_RESULT_WIDTH  = SELF_FIT_LENGTH;
localparam DF_ADD1_PIPE_WIDTH    = DATA_WIDTH + 1;
localparam PARTIAL_ENERGY_PIPE_WIDTH   = LV3_ADD_RESULT_WIDTH;
localparam CNT_WIDTH = 8;
wire[PTR_LENGTH-1:0] interactMatrix_RowPtr;
wire[PTR_LENGTH-1:0] interactMatrix_ColPtr;
wire[PTR_LENGTH-1:0] selfEnergyPtr;
reg[PARTICLE_LENGTH - 1 :0] individual_buffer[0:LATTICE_LENGTH-1];
reg in_valid_buf;
reg[IDX_WIDTH-1:0] ind_idx_buf;
reg[DATA_WIDTH - 1 :0] self_energy_vec_rf[0:NUM_PARTICLE_TYPE-1];
reg[DATA_WIDTH - 1 :0] interact_matrix_rf[0:NUM_PARTICLE_TYPE-1][0:NUM_PARTICLE_TYPE-1];
reg[DF_ADD1_PIPE_WIDTH - 1: 0] self_energy_DF_ADD1_pipe[0:SE_DF_ADD1_PIPE_DEPTH-1];
reg[DF_ADD1_PIPE_WIDTH - 1: 0] interact_energy_DF_ADD1_pipe[0:IE_DF_ADD1_PIPE_DEPTH-1];
reg in_valid_DF_ADD1_pipe;
reg[IDX_WIDTH -1 :0] ind_idx_DF_ADD1_pipe;
reg[INDIVIDUAL_LENGTH  - 1 :0] individual_vec_DF_ADD1_pipe;
wire[LV1_ADD_RESULT_WIDTH-1:0]      self_energy_add_tree_lv1          [0:LV1_SE_ADDER_NUM -1];
wire[LV2_ADD_RESULT_WIDTH-1:0]      self_energy_add_tree_lv2          [0:LV2_SE_ADDER_NUM -1];
wire[LV1_ADD_RESULT_WIDTH-1:0]      interact_energy_add_tree_lv1      [0:LV1_IE_ADDER_NUM - 1];
wire[LV2_ADD_RESULT_WIDTH-1:0]      interact_energy_add_tree_lv2      [0:LV2_IE_ADDER_NUM - 1];
wire[LV3_ADD_RESULT_WIDTH-1:0]      partial_energy_add_tree_lv3       [0:LV3_ADDER_NUM-1];
reg[PARTIAL_ENERGY_PIPE_WIDTH-1 : 0]     partial_energy_ADD1_ADD2_pipe[0:LV3_ADDER_NUM-1];
reg[INDIVIDUAL_LENGTH        -1 : 0]     individual_vec_ADD1_ADD2_pipe;
reg[IDX_WIDTH-1:0]                       ind_idx_add1_add2_pipe;
reg in_valid_ADD1_ADD2_pipe;
reg[CNT_WIDTH -1:0] individual_cnt;
wire wrInteractMatrix_done_flag ;
wire wrSelfEnergy_done_flag;
wire[LV5_ADD_RESULT_WIDTH-1: 0] total_energy_wr;
wire done_flag;
wire wrInteractRight_bound_reach_flag = interactMatrix_ColPtr == NUM_PARTICLE_TYPE-1;
wire wrInteractLower_bound_reach_flag = interactMatrix_RowPtr == NUM_PARTICLE_TYPE-1;
genvar adder_idx;
integer pipe_idx;
integer i,j;
always @(posedge clk_i or negedge rst_n )
begin : IN_VALID_BUF
    if(~rst_n)
    begin
        in_valid_buf <= 1'b0;
        ind_idx_buf  <= 1'b0;
    end
    else
    begin
        in_valid_buf <= in_valid_i;
        ind_idx_buf  <= ind_idx_i;
    end
end
always @(posedge clk_i or negedge rst_n)
begin: IND_BUF
    if(~rst_n)
    begin
        for(i=0;i<LATTICE_LENGTH;i=i+1)
        begin
            individual_buffer[i] <= 'd0;
        end
    end
    else
    begin
        for(i=0;i<LATTICE_LENGTH;i=i+1)
        begin
            individual_buffer[i] <= in_valid_i ? individual_vec_i[INDIVIDUAL_LENGTH-1 - PARTICLE_LENGTH*i -: PARTICLE_LENGTH] : 'd0;
        end
    end
end
always @(posedge clk_i or negedge rst_n)
begin: SELF_ENERGY_VEC_RF
    if(~rst_n)
    begin
        for(i=0;i<NUM_PARTICLE_TYPE;i=i+1)
        begin
            self_energy_vec_rf[i] <= 'd0;
        end
    end
    else if(wrSelfEnergyValid_i)
    begin
        for(i=0;i<NUM_PARTICLE_TYPE;i=i+1)
        begin
            self_energy_vec_rf[selfEnergyPtr] <= self_energy_i;
        end
    end
    else
    begin
        for(i=0;i<NUM_PARTICLE_TYPE;i=i+1)
        begin
            self_energy_vec_rf[i] <= self_energy_vec_rf[i];
        end
    end
end
always @(posedge clk_i or negedge rst_n)
begin: INTERACT_MATRIX_RF
    if(~rst_n)
    begin
        for(i=0;i<NUM_PARTICLE_TYPE;i=i+1)
        begin
            for(j=0;j<NUM_PARTICLE_TYPE;j=j+1)
            begin
                interact_matrix_rf[i][j] <= 'd0;
            end
        end
    end
    else if(wrInteractEnergyValid_i)
    begin
        interact_matrix_rf[interactMatrix_RowPtr][interactMatrix_ColPtr] <= interact_energy_i;
    end
    else
    begin
        for(i=0;i<NUM_PARTICLE_TYPE;i=i+1)
        begin
            for(j=0;j<NUM_PARTICLE_TYPE;j=j+1)
            begin
                interact_matrix_rf[i][j] <= interact_matrix_rf[i][j];
            end
        end
    end
end
always @(posedge clk_i or negedge rst_n)
begin: SELF_ENERGY_DF_ADD1_PIPE
    if(~rst_n)
    begin
        for(i = 0; i < LATTICE_LENGTH ; i = i + 1)
        begin
            self_energy_DF_ADD1_pipe[i] <= 'd0;
        end
    end
    else
    begin
        for(i = 0; i < LATTICE_LENGTH ; i = i + 1)
        begin
            self_energy_DF_ADD1_pipe[i] <= self_energy_vec_rf[individual_buffer[i]];
        end
    end
end
always @(posedge clk_i or negedge rst_n)
begin: INTERACT_ENERGY_DF_ADD1_PIPE
    if(~rst_n)
    begin
        for(i=0;i<LATTICE_LENGTH-1;i=i+1)
        begin
            interact_energy_DF_ADD1_pipe[i] <= 'd0;
        end
    end
    else
    begin
        for(i=0;i<LATTICE_LENGTH-1;i=i+1)
        begin
            interact_energy_DF_ADD1_pipe[i] <= (interact_matrix_rf[individual_buffer[i]][individual_buffer[i+1]] << 1);
        end
    end
end
always @(posedge clk_i or negedge rst_n)
begin: INDIVIDUAL_VEC_DF_ADD1_PIPE
    if(~rst_n)
    begin
        individual_vec_DF_ADD1_pipe <= 'd0;
    end
    else
    begin
        for(i=0;i<LATTICE_LENGTH;i=i+1)
        begin
            individual_vec_DF_ADD1_pipe[INDIVIDUAL_LENGTH-1 - PARTICLE_LENGTH*i -: PARTICLE_LENGTH] <= individual_buffer[i];
        end
    end
end
always @(posedge clk_i or negedge rst_n )
begin: IN_VALID_DF_ADD1_PIPE
    if(~rst_n)
    begin
        in_valid_DF_ADD1_pipe<= 1'b0;
        ind_idx_DF_ADD1_pipe <= 1'b0;
    end
    else
    begin
        in_valid_DF_ADD1_pipe<= in_valid_buf;
        ind_idx_DF_ADD1_pipe <= ind_idx_buf;
    end
end
generate
    for(adder_idx =0; adder_idx < LV1_SE_ADDER_NUM-1; adder_idx = adder_idx +1)
    begin: LV1_SE_adder_Tree1
        assign self_energy_add_tree_lv1[adder_idx] = (self_energy_DF_ADD1_pipe[adder_idx*2] + self_energy_DF_ADD1_pipe[adder_idx*2+ 1]);
    end
    assign self_energy_add_tree_lv1[LV1_SE_ADDER_NUM-1] = {1'b0,self_energy_DF_ADD1_pipe[LATTICE_LENGTH-1]};
    for(adder_idx =0; adder_idx < LV1_IE_ADDER_NUM; adder_idx = adder_idx +1)
    begin: LV1_IE_adder_Tree1
        assign interact_energy_add_tree_lv1[adder_idx] = (interact_energy_DF_ADD1_pipe[adder_idx*2] + interact_energy_DF_ADD1_pipe[adder_idx*2 + 1]);
    end
endgenerate
generate
    for(adder_idx =0; adder_idx < LV2_SE_ADDER_NUM; adder_idx = adder_idx +1)
    begin: LV2_SE_adder_Tree2
        if(adder_idx == LV2_SE_ADDER_NUM-1)
        begin
            assign self_energy_add_tree_lv2[adder_idx] = (self_energy_add_tree_lv1[adder_idx*2] + {1'b0,self_energy_DF_ADD1_pipe[LATTICE_LENGTH-1]} );
        end
        else
        begin
            assign self_energy_add_tree_lv2[adder_idx] = (self_energy_add_tree_lv1[adder_idx*2] + self_energy_add_tree_lv1[adder_idx*2+1]);
        end
    end
    for(adder_idx =0; adder_idx < LV2_IE_ADDER_NUM; adder_idx = adder_idx +1)
    begin: LV2_IE_adder_Tree2
        if(adder_idx == 0)
        begin
            assign interact_energy_add_tree_lv2[0] = {1'b0,interact_energy_add_tree_lv1[0]} ;
        end
        else
        begin
            assign interact_energy_add_tree_lv2[adder_idx] = interact_energy_add_tree_lv1[adder_idx*2-1] + interact_energy_add_tree_lv1[adder_idx*2];
        end
    end
endgenerate
assign partial_energy_add_tree_lv3[0] = self_energy_add_tree_lv2[0]     + self_energy_add_tree_lv2[1];
assign partial_energy_add_tree_lv3[1] = self_energy_add_tree_lv2[2]     + interact_energy_add_tree_lv2[0];
assign partial_energy_add_tree_lv3[2] = interact_energy_add_tree_lv2[1] + interact_energy_add_tree_lv2[2];
always @(posedge clk_i or negedge rst_n)
begin: ADD1_ADD2_PIPE
    if(~rst_n)
    begin
        for(pipe_idx = 0 ; pipe_idx < LV3_ADDER_NUM ; pipe_idx = pipe_idx + 1)
        begin
            partial_energy_ADD1_ADD2_pipe[pipe_idx] <= 'd0;
        end
    end
    else
    begin
        for(pipe_idx = 0 ; pipe_idx < LV3_ADDER_NUM ; pipe_idx = pipe_idx + 1)
        begin
            partial_energy_ADD1_ADD2_pipe[pipe_idx] <= partial_energy_add_tree_lv3[pipe_idx];
        end
    end
end
always @(posedge clk_i or negedge rst_n)
begin: IN_VALID_ADD1_ADD2_PIPE
    if(~rst_n)
    begin
        in_valid_ADD1_ADD2_pipe<= 1'd0;
        ind_idx_add1_add2_pipe <= 1'd0;
    end
    else
    begin
        in_valid_ADD1_ADD2_pipe <= in_valid_DF_ADD1_pipe;
        ind_idx_add1_add2_pipe  <= ind_idx_DF_ADD1_pipe;
    end
end
always @(posedge clk_i or negedge rst_n)
begin: INDIVIDUAL_ADD1_ADD2_PIPE
    if(~rst_n)
    begin
        individual_vec_ADD1_ADD2_pipe <= 'd0;
    end
    else
    begin
        individual_vec_ADD1_ADD2_pipe <= individual_vec_DF_ADD1_pipe;
    end
end
assign total_energy_wr = (partial_energy_ADD1_ADD2_pipe[0] + partial_energy_ADD1_ADD2_pipe[1]) + {1'b0,partial_energy_ADD1_ADD2_pipe[2]};
always @(posedge clk_i or negedge rst_n)
begin: INDIVIDUAL_CNT
    if(~rst_n)
    begin
        individual_cnt <= 'd0;
    end
    else if(wrInteractEnergyValid_i || wrSelfEnergyValid_i)
    begin
        if(wrInteractMatrix_done_flag)
        begin
            individual_cnt <= 'd0;
        end
        else if(wrInteractRight_bound_reach_flag)
        begin
            individual_cnt[3:2] <= individual_cnt[3:2] + 'd1;
            individual_cnt[1:0] <= 'd0;
        end
        else
        begin
            individual_cnt <= individual_cnt + 'd1;
        end
    end
    else if(done_ff_o)
    begin
        individual_cnt <= 'd0;
    end
    else if(in_valid_ADD1_ADD2_pipe == 1'b1)
    begin
        individual_cnt <= individual_cnt + 'd1;
    end
    else
    begin
        individual_cnt <= individual_cnt;
    end
end
assign interactMatrix_RowPtr = individual_cnt[3:2];
assign interactMatrix_ColPtr = individual_cnt[1:0];
assign selfEnergyPtr         = individual_cnt[1:0];
assign wrInteractMatrix_done_flag       = (wrInteractRight_bound_reach_flag && wrInteractLower_bound_reach_flag);
assign wrSelfEnergy_done_flag           = (individual_cnt == SELF_ENERGY_VEC_LENGTH-1);
assign done_flag                        = (individual_cnt == POP_SIZE-1);
always @(posedge clk_i or negedge rst_n)
begin: TOTAL_ENERGY_O
    if(~rst_n)
    begin
        total_energy_ff_o <= 'd0;
    end
    else
    begin
        total_energy_ff_o <= total_energy_wr;
    end
end
always @(posedge clk_i or negedge rst_n)
begin: INDIVIDUAL_VEC_O
    if(~rst_n)
    begin
        individual_vec_ff_o <= 'd0;
    end
    else
    begin
        individual_vec_ff_o <= individual_vec_ADD1_ADD2_pipe ;
    end
end
always @(posedge clk_i or negedge rst_n)
begin: OUTPUT_INDICATOR_SIGNAL_O
    if(~rst_n)
    begin
        done_ff_o <= 1'b0;
        out_valid_ff_o <= 1'b0;
        ind_wb_idx_ff_o <= 1'b0;
    end
    else
    begin
        done_ff_o <= done_flag;
        out_valid_ff_o <=  in_valid_ADD1_ADD2_pipe;
        ind_wb_idx_ff_o <= ind_idx_add1_add2_pipe;
    end
end
endmodule
==> impl_metrics.prom <==
# HELP chip_impl_metric Flow report values
# TYPE chip_impl_metric gauge
chip_impl_metric{name="antenna_violating_nets_post_route",unit=""} 0
chip_impl_metric{name="max_cap_viol_count",unit=""} 0
chip_impl_metric{name="gp_congestion",unit=""} 0.893
chip_impl_metric{name="cts_made_buffers",unit=""} 31
chip_impl_metric{name="critPathMaxFanout",unit=""} 2
chip_impl_metric{name="placed_cell_area",unit="µm²"} 17500
chip_impl_metric{name="globalRouteTotalUtil",unit=""} 0.267
chip_impl_metric{name="yosys.area.top_type_share",unit=""} 0.448
chip_impl_metric{name="floorplan.core_area",unit="µm²"} 32500
chip_impl_metric{name="clkSlewWorstSetupHoldPaths",unit="ns"} 0.06
chip_impl_metric{name="synth-seq-area-share",unit=""} 0.448
chip_impl_metric{name="log.warning_count",unit=""} 42
chip_impl_info{name="worstPathCellList",value="inv_1, fa_1, inv_1, fa_1, fa_1, inv_1, fa_1, inv_1, ha_1, a21o_1, a21oi_1, xnor2_1"} 1
chip_impl_metric{name="postCtsResizedCells",unit=""} 0
chip_impl_metric{name="ys_async_sr_fraction",unit=""} 1.00
chip_impl_info{name="worst_r2r_startpoint",value="interact_energy_DF_ADD1_pipe[2][4]"} 1
chip_impl_info{name="rr_endpoint",value="partial_energy_ADD1_ADD2_pipe[2][6]"} 1
chip_impl_metric{name="synth-cells-yosys",unit=""} 1466
chip_impl_metric{name="max_slew_margin",unit=""} 0.483
chip_impl_metric{name="reg2reg_slack",unit="ns"} 0.29
chip_impl_metric{name="placement.setup.worst_slack",unit="ns"} 0.293
chip_impl_metric{name="floorplan.io_pins",unit=""} 85
chip_impl_metric{name="post-route-min-period",unit="ns"} 3.51
chip_impl_metric{name="max_freq",unit="GHz"} 0.285
chip_impl_metric{name="finalHoldViolations",unit=""} 0
chip_impl_metric{name="critPathBufInv",unit=""} 4
chip_impl_info{name="timing.setup.critical_path_class",value="reg -> reg"} 1
chip_impl_info{name="yosys.area.top_type",value="dfrtp_1"} 1
chip_impl_metric{name="tightestPinTransition",unit="ns"} 0.773
chip_impl_metric{name="clkLatencyLatePin",unit="ns"} 0.56
chip_impl_metric{name="die-height",unit="µm"} 184
chip_impl_info{name="synth.area.top_cells",value="dfrtp_1, fa_1, ha_1"} 1
chip_impl_metric{name="post-dp-hpwl",unit="µm"} 27300
chip_impl_metric{name="port-buffer-count",unit=""} 83
chip_impl_metric{name="yosys_warnings",unit=""} 7
chip_impl_metric{name="route.met3.wl",unit="µm"} 3800
chip_impl_metric{name="num_rows",unit=""} 66
chip_impl_info{name="dominantRegCellSynth",value="dfrtp_1"} 1
chip_impl_info{name="run_status",value="finished clean"} 1
chip_impl_metric{name="largest_net_degree_at_the_start_of_global_routing",unit=""} 98
chip_impl_info{name="grt_setup_unrepaired",value="false"} 1
chip_impl_metric{name="worst_r2r_path_depth",unit=""} 12
chip_impl_metric{name="setup_viol",unit=""} 0
chip_impl_metric{name="post-route-worst-setup-slack",unit="ns"} 0.290
chip_impl_metric{name="edf_count",unit=""} 0
chip_impl_metric{name="p_per_area",unit="nW/µm²"} 1090
chip_impl_metric{name="vdd.ir_drop.worst",unit="V"} 0.00104
chip_impl_metric{name="vias_per_cell",unit=""} 5.61
chip_impl_metric{name="power.static_leakage",unit="nW"} 8.38
chip_impl_metric{name="h-tree-depth",unit=""} 1
chip_impl_metric{name="post-layout-total-power",unit="mW"} 20.1
chip_impl_info{name="class_of_the_most_critical_hold_timing_path",value="in -> async"} 1
chip_impl_metric{name="post-route-drc-count",unit=""} 0
chip_impl_metric{name="globalRoute.totalOverflow",unit=""} 0
chip_impl_metric{name="ys.flops",unit=""} 295
chip_impl_info{name="most_common_library_cell_in_the_layout_ignoring_fill_and_taps",value="dfrtp_1"} 1
chip_impl_metric{name="die_width",unit="µm"} 184
chip_impl_metric{name="floorplan.die_area",unit="µm²"} 33700
chip_impl_metric{name="layout-drive-gt1-share",unit=""} 0.101
chip_impl_metric{name="routedLengthMet1",unit="µm"} 17200
chip_impl_metric{name="cts_setup_buffers",unit=""} 0
chip_impl_info{name="crit_family",value="adder cells"} 1
chip_impl_info{name="clock_tree_root_buffer_cell",value="clkbuf_16"} 1
chip_impl_metric{name="drt_pre_antenna_iters",unit=""} 5
chip_impl_metric{name="final.setup_skew",unit="ns"} 0.0163
chip_impl_metric{name="layout-area-overhead-vs-synth",unit="%"} 12.3
chip_impl_metric{name="critPathArrivalTime",unit="ns"} 3.99
chip_impl_info{name="topRoutingLayerUsed",value="met5"} 1
chip_impl_metric{name="first_global_vias",unit=""} 11000
chip_impl_metric{name="initial_utilization",unit=""} 0.508
chip_impl_metric{name="worst-endpoint-required",unit="ns"} 4.28
chip_impl_metric{name="drt_iter0_markers",unit=""} 696
chip_impl_metric{name="clk_path_buf_depth",unit=""} 3
chip_impl_info{name="critical_path.endpoint_type",value="register"} 1
chip_impl_metric{name="final_cell_area_excluding_filler_cells",unit="µm²"} 18500
chip_impl_metric{name="placed_cells",unit=""} 1897
chip_impl_metric{name="netlist-cell-type-count",unit=""} 66
chip_impl_metric{name="routed-wl-met2",unit="µm"} 17800
chip_impl_metric{name="synthesized_netlist_cell_count",unit=""} 1466
chip_impl_metric{name="wire_length_of_the_first_global_routing_pass",unit="µm"} 63700
chip_impl_info{name="critPathLaunchType",value="register"} 1
chip_impl_metric{name="ctsHoldBuffers",unit=""} 0
chip_impl_metric{name="synth.avg_cell_area",unit="µm²"} 11.2
chip_impl_metric{name="postRouteWirelength",unit="µm"} 40300
chip_impl_metric{name="critical-path-max-stage-delay",unit="ns"} 0.58
chip_impl_metric{name="num_vias",unit=""} 10900
chip_impl_metric{name="period_used_share",unit=""} 0.924
chip_impl_metric{name="antenna_cells",unit=""} 0
chip_impl_info{name="crit_slowest_cell",value="fa_1"} 1
chip_impl_metric{name="yosys-stat-area",unit="µm²"} 16500
chip_impl_info{name="tritoncts",value="yes"} 1
chip_impl_info{name="critPathLaunch",value="interact_energy_DF_ADD1_pipe[2][4]"} 1
chip_impl_metric{name="totalNegativeSetupSlack",unit="ns"} 0
chip_impl_info{name="final_cell_mix",value="dfrtp_1, inv_1, nand2_1, ha_1, o21ai_0"} 1
chip_impl_metric{name="filler_free_cell_count_of_the_finished_design",unit=""} 1952
chip_impl_metric{name="cts_num_sinks",unit=""} 295
chip_impl_metric{name="routed_wl_per_cell",unit="µm"} 20.6
chip_impl_metric{name="antenna_found_initial",unit=""} 1
chip_impl_metric{name="maxSlewViolCount",unit=""} 0
chip_impl_metric{name="mappedNetlistArea",unit="µm²"} 16500
## routing by layer
metal  up-vias  GRT usage
li1       5114          -
met1      5299      0.422
met2       439      0.384
met3        93     0.0725
met4         2     0.0803
met5         -          0
## state kept, by name, summed over array words and instances, names as in the netlist
| signal | flops |
|---|---|
| done_ff_o | 1 |
| ind_wb_idx_ff_o | 8 |
| individual_vec_ADD1_ADD2_pipe | 22 |
| self_energy_DF_ADD1_pipe | 44 |
| individual_cnt | 8 |
| out_valid_ff_o | 1 |
| ind_idx_DF_ADD1_pipe | 8 |
| in_valid_ADD1_ADD2_pipe | 1 |
| self_energy_vec_rf | 12 |
| in_valid_buf | 1 |
| ind_idx_buf | 8 |
| partial_energy_ADD1_ADD2_pipe | 21 |
| total_energy_ff_o | 9 |
| interact_energy_DF_ADD1_pipe | 40 |
| in_valid_DF_ADD1_pipe | 1 |
| individual_buffer | 22 |
| ind_idx_add1_add2_pipe | 8 |
| interact_matrix_rf | 36 |
| individual_vec_DF_ADD1_pipe | 22 |
| individual_vec_ff_o | 22 |
## stage by stage
step                hold slack (ns)  utilization
floorplan                     0.331            -
global placement              0.332        0.540
detailed placement            0.335        0.540
CTS                           0.240        0.571
global route                  0.269        0.571
finish                        0.219        0.571
## area by class of cell
type / count / area [µm²]
timing repair buffer: 92 / 928
clock inverter: 11 / 93.8
fill: 2649 / 13900
tap: 442 / 553
inverter: 149 / 559
sequential: 295 / 7380
clock buffer: 44 / 905
multi-input combinational: 919 / 8100
## how the worst max path moves through the flow
stage	to	slack, ns	cells after the start
4_1_cts	partial_energy_ADD1_ADD2_pipe[2][6]	0.26	12
6_report	partial_energy_ADD1_ADD2_pipe[2][6]	0.29	12
5_1_grt	partial_energy_ADD1_ADD2_pipe[2][7]	0.16	12
## where the power goes
group          leakage [nW]  switching (mW)  internal (mW)  total, mW
combinational          4.24            5.74           5.54       11.3
sequential             3.64            1.65           4.28       5.93
clock                 0.496            1.21           1.72       2.93
total                  8.38            8.61           11.5       20.1
## cells in the mapped netlist (19+ instances only)
cell      number
inv_1        149
o21ai_0       83
buf_2         21
dfrtp_1      295
xnor2_1       20
fa_1          79
mux2_2        62
nand2_1      100
mux2i_1       44
ha_1          90
nor2b_1       24
clkbuf_1      70
a21oi_1       54
a211oi_1      22
o22ai_1       19
mux4_2        22
and2_1        25
nor2_1        40
a22oi_1       53
## kinds of logic (layout without fill, tap and decap cells)
kind of cell / after synthesis / after routing / share of synthesized area
AND-OR/OR-AND: 316 / 316 / 0.125
XOR/XNOR: 30 / 30 / 0.0159
adder cells (fa/ha/maj): 169 / 169 / 0.164
buffers and inverters: 252 / 296 / 0.0610
flip-flops: 295 / 295 / 0.448
multiplexers: 129 / 129 / 0.100
other: 1 / 1 / 0.000227
AND/OR/NAND/NOR: 274 / 274 / 0.0855
No activity file was given, so power comes from the tool's default toggle rates.
