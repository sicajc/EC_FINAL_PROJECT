--- ./run.sh ---
#!/bin/bash
# OpenROAD 26Q1-2900-gdf79404cd8, Yosys 0.63+post, stock flow scripts
make -C /OpenROAD-flow-scripts/flow DESIGN_CONFIG=/design/flow/config.mk WORK_HOME=/design/flow/orfs finish
--- ./config.mk ---
export PLATFORM = sky130hd
export DESIGN_NAME = main_ctr
export DESIGN_NICKNAME = main_ctr
export VERILOG_FILES = /design/flow/design.v
export SDC_FILE = /design/flow/constraint.sdc
export NUM_CORES = 4
export LEC_CHECK = 1
export CORE_AREA = 10 10 70 70
export DIE_AREA = 0 0 80 80
--- ./constraint.sdc ---
current_design main_ctr

set clk_period 2.5
set clk_io_pct 0.2

create_clock -name clk0 -period $clk_period [get_ports {clk}]

set non_clock_inputs [all_inputs -no_clocks]
set_input_delay [expr $clk_period * $clk_io_pct] -clock clk0 $non_clock_inputs
set_output_delay [expr $clk_period * $clk_io_pct] -clock clk0 [all_outputs]
--- ./design.v ---
module main_ctr(
           input clk,
           input rst,
           input start,
           input rd_done,
           input rf_done,
           output reg[2:0] current_state
       );
localparam IDLE = 'd0 ;
localparam RD_DATA = 'd1;
localparam GENERATE_IND = 'd2;
localparam POP_RF = 'd3;
localparam OUTPUT = 'd4;
reg[2:0] next_state;
always @(posedge clk )
begin
    current_state <= rst ? IDLE : next_state;
end
always @(*)
begin
    case(current_state)
        IDLE:
            next_state =  start ? RD_DATA : IDLE;
        RD_DATA:
            next_state = rd_done ? GENERATE_IND : RD_DATA;
        POP_RF :
            next_state = rf_done ? OUTPUT : POP_RF;
        default :
            next_state = current_state;
    endcase
end
endmodule
==> impl_metrics.yaml <==
# flow metrics
worst_setup_path:
  worst_path_dominant_cell_family: "buffers and inverters"
  crit_slowest_cell: "clkdlybuf4s50_1"
  cp-end-kind: "output pin"
  reg2reg_slack_ns: 1.42
  crit_type: "reg -> out"
  cp.required_ns: 2.00
  cp_max_fo: 6
  worst-path-buf-inv: 1
  worstSetupStartpointType: "flip-flop"
  cp_slowest_stage_delay_ns: 0.51
  worstRegToRegCells: 3
  cp_data_arrival_time_ns: 1.15
  r2r_start: "current_state[0]$_SDFFE_PP0P_"
  crit_chain: "clkdlybuf4s50_1"
  reg2reg_to: "current_state[0]$_SDFFE_PP0P_"
clock_network:
  cts_tree: "built"
  ctsHtreeMaxLevel: 1
  clock_path_buffers: 2
  cts_buffers: 3
  cts-root-buf: "clkbuf_4"
  clkLatencyLatePin_ns: 0.23
  cts_setup_buffers: 0
  cts.hold.buffers_added: 0
  clock-sinks: 3
  clk_pin_slew_ns: 0.04
  ctsResizeCount: 0
min_path:
  hold_end: "current_state[2]$_SDFFE_PP0P_"
  hold_class: "reg -> reg"
  hold_depth: 2
  min_from: "current_state[2]$_SDFFE_PP0P_"
final_timing:
  worst_pin_slew_ns: 0.236
  setup_viol: 0
  skew_ns: 0.000654
  min_period_ns: 1.65
  timing.slew.headroom_pct: 84.0
  rsz0062_at_grt: "false"
  report.final.slew_viol_count: 0
  max_freq_mhz: 604
  tns_ns: 0
  finalHoldViolCount: 0
  finalCritPeriodShare_pct: 66.2
floorplanning:
  rows: 21
  fp_util_pct: 4.10
  core_mm2: 0.00342
  io_pins: 8
  die_w_um: 80
  die_h_um: 80
  chipArea_mm2: 0.00640
global_route:
  grt_usage_pct: 1.62
  use_met1_pct: 1.59
  grt_pass1_wl_um: 779
  grt_overflow_total: 0
  use_met2_pct: 1.61
  grt_start_max_net_pins: 8
  antenna_found_initial: 0
  grt_use_met3_pct: 2.50
  grt-busiest-layer: "met3"
  grt_pass1_vias: 179
detailed_routing:
  drtIter0Drc: 3
  wl_per_cell_um: 6.38
  drc: 0
  diodes: 0
  via_per_inst: 2.03
  wirelength_um: 459
  firstDrtPassIters: 2
  vias: 146
  ant_nets: 0
synthesis:
  syn-cell-area_um2: 140
  ys_types: 9
  yosysWarnings: 1
  avgSynthCellArea_um2: 9.34
  ys_cells: 15
  postSynthSeqShare_pct: 42.9
  netlist_instances: 15
  synth_flops: 3
  yosysChipArea_um2: 140
cells_and_area:
  largest-register: "current_state"
  largestRegisters: "current_state: 3 flops"
  postLayoutCellArea_um2: 294
  largest_reg_flops: 3
  syn2layout_area_growth_pct: 110
  drive_above_1_share_pct: 15.4
pwr:
  ir_drop_v: 0.0000983
  power_density_mw_per_mm2: 550
  fin_total_pwr_w: 0.000162
  p_leak_nw: 0.0913
placed_design:
  port-buffer-count: 7
  routabilityCongestion: 0.720
  place_area_um2: 268
run_status:
  status: "finished, final reports clean"
job:
  warning_count: 25
  timing.max_cap.violations: 0
-- layer usage --
layer	routed length (um)	part of all wire, %	vias to the layer above
met5	0	0	-
met4	0	0	0
met3	148	32	0
met2	129	28	10
met1	182	40	60
li1	-	-	76
-- synth_stat cells (all sizes together) --
cell | instances | share of area [%]
a31oi | 1 | 4.5
nor2 | 4 | 11
a21oi | 2 | 7.1
mux2i | 1 | 7.1
mux2 | 1 | 8.0
nor3 | 1 | 7.1
nand3b | 1 | 5.4
dfxtp | 3 | 43
nor4bb | 1 | 7.1
-- per-stage QoR --
step                setup WS [ns]  utilization (%)  cells  hold WS [ns]
floorplan                    1.44                -     15         0.491
CTS                         0.829             8.61     72         0.588
global placement             1.01             7.84     68         0.543
finish                      0.845             8.61     72         0.582
detailed placement          0.998             7.84     68         0.562
global route                0.767             8.61     72         0.649
-- where the power goes --
group / leakage [nW] / internal (W) / switching, W
clock network: 0.0150 / 0.0000598 / 0.0000248
registers: 0.0245 / 0.0000510 / 0.00000434
logic: 0.0517 / 0.0000154 / 0.00000657
total: 0.0913 / 0.000126 / 0.0000357
-- tightest hold or removal path: stages (launching register included) --
cell and delay [ns]:
dfxtp_1 0.39, a31oi_1 0.07, nor2_1 0.08
-- cell type report --
class,count,area [um2]
clock buffers,4,26.3
flip-flops and latches,3,60.1
fillers,406,3120
well taps,46,57.6
repair buffers,7,70.1
multi-input cells,12,80.1
-- layout by cell type, fill, tap and decap left out --
cell type	n
a31oi_1	1
a21oi_1	2
mux2_1	1
dfxtp_1	3
clkdlybuf4s50_1	7
clkbuf_4	3
mux2i_1	1
nor3_2	1
nand3b_1	1
nor4bb_1	1
nor2_1	4
clkbuf_1	1
-- cell families (layout without fill, tap and decap cells) --
| logic type | count (synthesis) | in the layout | share of synthesized area [%] |
|---|---|---|---|
| flops | 3 | 3 | 42.9 |
| buf+inv | 0 | 11 | 0 |
| compound gates | 3 | 3 | 11.6 |
| mux | 2 | 2 | 15.2 |
| simple gates | 7 | 7 | 30.4 |
-- worst max path at each step --
stage,start,endpoint,cells after the start
final,current_state[1]$_SDFFE_PP0P_,current_state[1],1
after global routing,current_state[1]$_SDFFE_PP0P_,current_state[1],1
after CTS,current_state[1]$_SDFFE_PP0P_,current_state[1],1
Power figures rest on the tool's default switching activity, not on a simulated workload.
