==> ./config.mk <==
export PLATFORM = sky130hd
export DESIGN_NAME = LSFR
export DESIGN_NICKNAME = LSFR
export VERILOG_FILES = /design/flow/design.v
export SDC_FILE = /design/flow/constraint.sdc
export NUM_CORES = 4
export LEC_CHECK = 1
export CORE_AREA = 10 10 70 70
export DIE_AREA = 0 0 80 80
==> ./constraint.sdc <==
current_design LSFR

set clk_period 1.0
set clk_io_pct 0.2

create_clock -name clk0 -period $clk_period [get_ports {clk}]

set non_clock_inputs [all_inputs -no_clocks]
set_input_delay [expr $clk_period * $clk_io_pct] -clock clk0 $non_clock_inputs
set_output_delay [expr $clk_period * $clk_io_pct] -clock clk0 [all_outputs]
==> ./design.v <==
module LSFR#(
           parameter S_WIDTH   = 8,  
           parameter RANDOM_SEED = {S_WIDTH{1'b0}}
       )
       (
           input clk,
           input rst_n,
           input in_valid,
           output reg [S_WIDTH-1:0]   random_num_ff_o
       );
integer i;
reg [S_WIDTH-1:0] random_num_ff_temp;
reg [S_WIDTH-1:0] random_num_ff_reg;
reg current_state,next_state;
always @(*) begin
    case (current_state)
        0 : next_state = in_valid ? 1 : 0;
        1 : next_state = current_state;
        default : next_state = 0;
    endcase
end
always @(posedge clk or negedge rst_n) begin
    if(~rst_n) begin
        current_state <= 0;
    end
    else begin
        current_state <= next_state;
    end
end
always @(*) begin
    for (i = 0; i < S_WIDTH; i=i+1) begin
        if(in_valid && !current_state) begin
            if(i===3 || i===4 || i===5) begin
                random_num_ff_temp[i-1] = RANDOM_SEED[i] ^ RANDOM_SEED[0];
            end
            else if(i === 0) begin
                random_num_ff_temp[S_WIDTH-1] = RANDOM_SEED[0];
            end
            else begin
                random_num_ff_temp[i-1] = RANDOM_SEED[i];
            end
        end
        else if(current_state) begin
            if(i===3 || i===4 || i===5) begin
                random_num_ff_temp[i-1] = random_num_ff_reg[i] ^ random_num_ff_reg[0];
            end
            else if(i === 0) begin
                random_num_ff_temp[S_WIDTH-1] = random_num_ff_reg[0];
            end
            else begin
                random_num_ff_temp[i-1] = random_num_ff_reg[i];
            end
        end
        else begin
            random_num_ff_temp = 0;
        end
    end
end
always @(posedge clk or negedge rst_n) begin
    if(~rst_n) begin
        random_num_ff_reg <= 0;
    end else begin
        random_num_ff_reg <= random_num_ff_temp;
    end
end
always @(*) begin
    random_num_ff_o = random_num_ff_reg[S_WIDTH-1:0];
end
endmodule
==> ./run.sh <==
#!/bin/bash
# OpenROAD 26Q1-2900-gdf79404cd8, Yosys 0.63+post, stock flow scripts
make -C /OpenROAD-flow-scripts/flow DESIGN_CONFIG=/design/flow/config.mk WORK_HOME=/design/flow/orfs finish
==> reports/metrics.csv <==
stage;metric;value;unit
synth;EDFF count, synth;0;
placed_design;Buffers on Ports;10;
critical_path;worst path required time;800;ps
synth;# Cells Yosys;21;
critical_path;critical-path cell with the highest stage delay;dfrtp_1;
job;max-cap violations;0;
route;antenna diode count;0;
route;per-cell routed wire length;7.65;um
die;Cell Rows;21;
cts;Clock H-tree levels;1;
route;vias;204;
critical_path;worst stage delay on the critical path;380;ps
cts;# clock sinks;9;
critical_path;reg-to-reg endpoint;random_num_ff_reg[2]$_DFF_PN0_;
synth;YS chip area;309;um^2
route;DRC;0;
synth;Post-Synth Simple-Gate Area;18.6;%
cts;hold_buf cts;0;
job;stage-log warning count;26;
synth;Top-area cell share;72.9;%
die;IO Pins;11;
timing;setup ws final;49.9;ps
synth;Mapped Area;309;um^2
timing;Setup TNS Final;0;ps
synth;area leader, netlist;dfrtp_1;
synth;Unique cell types;5;
synth;aoi share;0;%
global_routing;largest net degree at the start of global routing;10;
global_routing;vias in the first global route;230;
die;Die ar.;6400;um^2
critical_path;Critical path buffers and inverters;1;
critical_path;CP endpoint kind;output port;
synth;Synth warnings;1;
placed_design;pre-CTS setup slack;-26.7;ps
synth;most common cell in the netlist;dfrtp_1;
global_routing;grt total ovfl;0;
critical_path;CP Class;register to output port;
critical_path;crit path DAT;750;ps
synth;Most common reg cell;dfrtp_1;
timing;Final Cycle Share;95.0;%
cts;CTS Buf Count;3;
synth;Syn Inst Count;21;
die;Die Width;80;um
layout;share of cells above drive strength 1;45.0;%
synth;XORs/XNORs by Area;8.50;%
power_and_ir_drop;P_leak;0.271;nW
timing;fin crit period;950;ps
cts;Clock Latency Late Sink;250;ps
route;final WL;658;um
timing;Final Skew;1.53;ps
cts;root buf cell;clkbuf_4;
synth;top cells, area;dfrtp_1 (73%), and2_1 (14%), xor2_1 (8.5%);
die;die height;80;um
global_routing;first-pass GRT wire length;1.11;mm
synth;Seq cells post-synth;9;
critical_path;CP Max Fanout;2;
global_routing;initial antenna violation count;0;
run_status;run status;finished clean;
critical_path;FF-to-FF path depth;3;
route;via/cell ratio;2.37;
timing;Tightest Pin Transition;200;ps
power_and_ir_drop;Pwr per Cell Area;1310;nW/um^2
hold_path;Hold WC Path Type;input pin to async pin;
critical_path;cell-by-cell trace of the critical path;buf_2;
synth;Top logic family;simple AND/OR/NAND/NOR gates;
power_and_ir_drop;VDD IR max;0.247;mV
timing;final hold violations;0;
placed_design;Final Wtd Congestion;0.686;
synth;FFs w/ async S/R, synth;100;%
synth;syn_area_per_cell;14.7;um^2
global_routing;GRT Resource Usage Total;2.10;%
synth;Adder Share, Synth;0;%
layout;area grow syn2layout;59.9;%
timing;Max Fclk;1050;MHz
critical_path;reg2reg setup slack;60;ps
critical_path;CP Launch Type;register;
cts;clk buf depth;2;
timing;Max Slew Vio Count;0;
placed_design;placed cells;82;
die;Core Box Area;3420;um^2
synth;MUX share of area;0;%
route;initial DRC count;1;
timing;relative slew slack;86.6;%
timing;Final setup viols;0;
layout;Fill cells;386;
synth;sequential share of the synthesized area;72.9;%
cts;clock slew seen by the registers of the worst setup and hold paths;60;ps
layout;max reg flops;8;
die;FP Core Util;9.05;%
route;Antenna Nets Post-Route;0;
critical_path;Worst R2R Start;random_num_ff_reg[0]$_DFF_PN0_;
cts;CTS tree;yes;
timing;RSZ-0062 raised after global routing;false;
layout;post-route insts no fill;86;
critical_path;critical path's top delay family;flip-flops;
synth;Synth top cells by count;dfrtp_1 (9), and2_1 (7), xor2_1 (3);
route;Detailed Routing Iterations Pass 1;2;
==> worst max-delay path by stage <==
stage / start / end / slack [ps] / cells after the start
CTS: random_num_ff_reg[3]$_DFF_PN0_ / random_num_ff_reg[2]$_DFF_PN0_ / -20 / 4
global route: random_num_ff_reg[3]$_DFF_PN0_ / random_num_ff_o[3] / 2 / 1
finish: random_num_ff_reg[7]$_DFF_PN0_ / random_num_ff_o[7] / 50 / 1
==> layout by cell type (no fill, tap or decap), drive strengths merged <==
master         count
clkbuf             4
xor2               3
buf               13
dfrtp              9
or2                1
and2               8
clkdlybuf4s50      2
==> report_power, final <==
group          internal [mW]         switching, mW
Sequential             0.364  0.000000000000000319
Combinational        0.00932               0.00744
Clock                  0.153                 0.115
==> kinds of logic after synthesis <==
kind of cell,count (synthesis)
xor gates and xnor gates,3
DFF,9
and+or+nand+nor,9
==> per-stage QoR <==
| step | hold WS (ps) | util (%) | total power, mW | instance area, um^2 |
|---|---|---|---|---|
| floorplan | -95.6 | - | 0.371 | 309 |
| global route | 252 | 14.5 | 0.686 | 494 |
| finish | 234 | 14.5 | 0.649 | 494 |
| global placement | 464 | 14.8 | 0.388 | 504 |
| CTS | 222 | 14.8 | 0.667 | 505 |
| detailed placement | 472 | 14.8 | 0.388 | 504 |
==> layer usage <==
metal / routed length (um) / GRT usage (%) / vias to the layer above
met1: 287 / 2.70 / 95
li1: - / - / 100
met2: 322 / 3.13 / 7
met5: 0 / 0 / -
met4: 15 / 1.23 / 0
met3: 31 / 0.455 / 2
==> repair_timing <==
| item | in CTS | in global routing |
|---|---|---|
| buffers inserted | 2 | 0 |
| resized | 25 | 1 |
| cloned | 0 | 0 |
| setup endpoints to repair | 8 | 2 |
==> layout make-up <==
cell class	instances	area, um^2	area share [%]
Sequential cell	9	225	45.6
Tap cell	46	57.6	11.6
Multi-Input combinational cell	12	83.8	17.0
Timing Repair Buffer	15	101	20.5
Clock buffer	4	26.3	5.32
Power figures rest on the tool's default switching activity, not on a simulated workload.
